==> flow/design.v <==
`timescale 1ns / 1ps
module ADD #(parameter WIDTH = 32) (
    input [WIDTH-1:0] a,
    input [WIDTH-1:0] b,
    input ci,
    output co,
    output [WIDTH-1:0] sum
    );
    assign {co, sum}= {1'b0, a} + {1'b0, b} + {{WIDTH{1'b0}},ci};
endmodule
`timescale 1ns / 1ps
module ALU(
    input [31:0] AluOp1, 
    input [31:0] AluOp2, 
    input [2:0] AluCtrl,
    output Zero,
    output reg [31:0] AluResult
    );
    always @ (*) begin
    case(AluCtrl)
        3'b000: AluResult = AluOp1 & AluOp2;  
        3'b001: AluResult = AluOp1 | AluOp2;  
        3'b010: AluResult = AluOp1 + AluOp2;  
        3'b110: AluResult = AluOp1 - AluOp2;  
        3'b111: AluResult = ($signed(AluOp1) < $signed(AluOp2)) ? 1 : 0;  
        default: AluResult=32'bx;
    endcase
    end
    assign Zero = (AluResult == 0) ? 1 : 0;
endmodule
`timescale 1ns / 1ps
module CTRL_UNIT(
    input [5:0] Op,
    input [5:0] Funct,
    output reg MemToReg, MemWr, Branch, AluSrc, RegDst, RegWr, SignExt, Jump,IsBne,
    output reg [2:0] AluCtrl
    );
    always @(*)
    begin
    MemToReg = 0;
    MemWr = 0; 
    Branch = 0;
    AluSrc = 0;
    RegDst = 0;
    RegWr = 0;
    AluCtrl = 3'b0;
    SignExt = 1;
    Jump = 0;
    IsBne = 0;
    case(Op)
    6'b000000 : begin  
            RegDst = 1;
            RegWr = 1;
        case(Funct)
            6'b100000: AluCtrl = 3'b010;  
            6'b100010: AluCtrl = 3'b110;  
            6'b100100: AluCtrl = 3'b000;  
            6'b100101: AluCtrl = 3'b001;  
            6'b101010: AluCtrl = 3'b111;  
        endcase
     end
     6'b100011 : begin  
            MemToReg = 1;
            RegDst = 1;
            AluSrc = 1;  
            RegWr = 1;
            AluCtrl = 3'b010;  
     end
     6'b101011 : begin  
            MemWr = 1;
            AluSrc = 1; 
            AluCtrl = 3'b010;
            SignExt = 1;
            RegWr = 0;
     end
     6'b000100 : begin  
            Branch = 1;
            AluCtrl = 3'b110;
            SignExt = 1;
            RegWr = 0;
            IsBne = 0;
     end
     6'b000101 : begin  
                Branch = 1;
                AluCtrl = 3'b110;
                RegWr = 0;
                IsBne = 1;
     end
     6'b001000 : begin  
                AluSrc = 1;
                RegWr = 1; 
                AluCtrl = 3'b010;
                SignExt = 1;
     end
     6'b001010 : begin  
                AluSrc = 1;
                RegWr = 1;
                AluCtrl = 3'b111;
                SignExt = 1;
    end
    6'b001101 : begin  
                AluSrc = 1;
                RegWr = 1;
                AluCtrl = 3'b001;
                SignExt = 0;
    end
    6'b001100 : begin  
                AluSrc = 1;
                RegWr = 1;
                AluCtrl = 3'b000;
                SignExt = 0;
    end
    6'b000010 : begin  
                Jump = 1;
    end
    endcase
    end
endmodule
`timescale 1ns / 1ps
module DATA_MEM(
    input Clk,
    input We,
    input [31:0] DataAddr, DataWriteIn,
    output reg [31:0] DataWriteOut
    );
    reg [31:0] memd [0:255]; 
    always @(posedge Clk)
    begin
        if(We) begin
            memd [DataAddr] <= DataWriteIn;
       end
    end
    always @(*) begin
        DataWriteOut <= memd [DataAddr];
    end
endmodule
`timescale 1ns / 1ps
module INSTR_MEM(
    input [31:0] InstrAddr,
    output reg [31:0] InstrOut
    );
    reg [31:0] memi [0:255];
    always @(*) begin
        InstrOut = memi[InstrAddr[31:2]];
    end
endmodule
`timescale 1ns / 1ps
module MIPS #(parameter WIDTH = 32)(
    input Clk,
    input Rst,
    output [WIDTH-1:0] AluResult,
    output [WIDTH-1:0] PcOut,
    output [WIDTH-1:0] ReadData, 
    output [WIDTH-1:0] WriteData, 
    output [4:0] WriteReg 
    );
    wire [31:0] AluOp1,AluOp2,DataAddr,InstrOut,nextPC,RegData1,RegData2,InstrExtended,PcPlus4,Pcp,PcBranch,Result,InstrExtendedShift, JumpAddr ;
    wire [5:0] Op,Funct;
    wire [2:0] AluCtrl,PcSel;
    wire IsBne,We,Zero,MemToReg, MemWr, Branch, AluSrc, RegDst, RegWr, PcSrc , co, SignExt, Jump;
    wire ci = 1'b0;
    PC PC(
        .Clk(Clk),
        .Rst(Rst),
        .nextPC(nextPC),
        .Pc(PcOut)
    );
    INSTR_MEM INSTR_MEM(
        .InstrAddr(PcOut),
        .InstrOut(InstrOut)
    );
    CTRL_UNIT CTRL_UNIT(
        .Op(InstrOut[31:26]),
        .Funct(InstrOut[5:0]),
        .MemToReg(MemToReg),
        .MemWr(MemWr),
        .Branch(Branch),
        .AluSrc(AluSrc),
        .RegDst(RegDst),
        .RegWr(RegWr),
        .AluCtrl(AluCtrl),
        .Jump(Jump),
        .SignExt(SignExt),
        .IsBne(IsBne)
    );
     SignExtend SignExtend(
        .Instr(InstrOut[15:0]),
        .SignExt(SignExt),
        .InstrExtended(InstrExtended)
    );
     MUX2x1 #(.WIDTH(5)) WR_REG(
    .in0(InstrOut[20:16]),
    .in1(InstrOut[15:11]),
    .sel(RegDst),
    .out(WriteReg)
    );
    REG_FILE REG_FILE(
        .RsAddr(InstrOut[25:21]),
        .RtAddr(InstrOut[20:16]),
        .Clk(Clk),
        .RegWriteEn(RegWr),
        .WriteData(Result),
        .RegData1(AluOp1),
        .RegData2(WriteData),
        .WriteReg(WriteReg)
    );
     MUX2x1 #(.WIDTH(32)) INALU (
        .in0(WriteData),
        .in1(InstrExtended),
        .sel(AluSrc),
        .out(AluOp2)
    );
    ALU ALU(
        .AluOp1(AluOp1),
        .AluOp2(AluOp2),
        .AluCtrl(AluCtrl),
        .Zero(Zero),
        .AluResult(AluResult)
    );
    DATA_MEM DATA_MEM(
        .Clk(Clk),
        .We(MemWr),
        .DataAddr(AluResult),
        .DataWriteIn(WriteData),
        .DataWriteOut(ReadData)
    );
    MUX2x1 OUTDM(
    .in0(AluResult),
    .in1(ReadData),
    .sel(MemToReg),
    .out(Result)
    );
    ADD PC_plus_4(
        .a(PcOut),
        .b(32'd4),
        .ci(ci),
        .co(co),
        .sum(PcPlus4)
     );
     assign InstrExtendedShift = InstrExtended <<2;
     ADD PC_Branch(
        .a(InstrExtendedShift),
        .b(PcPlus4),
        .ci(ci),
        .co(co),
        .sum(PcBranch)
     );
     assign PcSrc = (IsBne)? (Branch & ~Zero) : (Branch & Zero);
     assign PcSel = (Jump) ? 2'b10 : (PcSrc) ? 2'b01 : 2'b00;
     assign JumpAddr = {PcPlus4[31:28], InstrOut[25:0], 2'b00}; 
     MUX3x1 PC_SELECT(
         .in0(PcPlus4),
         .in1(PcBranch),
         .in2(JumpAddr),
         .sel(PcSel),
         .out(nextPC)
     );
endmodule
`timescale 1ns / 1ps
module MUX2x1 #(parameter WIDTH = 32)(
    input [WIDTH-1:0] in0,
    input [WIDTH-1:0] in1,
    input sel,
    output [WIDTH-1:0] out
    );
   assign out = sel ? in1 : in0;
endmodule
`timescale 1ns / 1ps
module MUX3x1 #(parameter WIDTH = 32)(
    input [WIDTH-1:0] in0,
    input [WIDTH-1:0] in1,
    input [WIDTH-1:0] in2,
    input [1:0] sel,
    output reg [WIDTH-1:0] out
    );
    always @(*) begin
        case(sel)
            2'b00: out = in0;  
            2'b01: out = in1;  
            2'b10: out = in2;  
            default: out = {WIDTH{1'bx}};
        endcase
    end
endmodule
`timescale 1ns / 1ps
module PC(
    input Clk,
    input Rst,
    input [31:0] nextPC,
    output reg [31:0] Pc
    );
    always @(posedge Clk or posedge Rst)
    begin
        if(Rst)
            Pc <= 32'b0;
        else
            Pc <= nextPC;
    end
endmodule
`timescale 1ns / 1ps
module REG_FILE(
    input [4:0] RsAddr, RtAddr, WriteReg,
    input Clk, RegWriteEn,
    input [31:0] WriteData, 
    output [31:0] RegData1, RegData2  
    );
    reg [31:0] memr [0:31];
    assign RegData1 = memr [RsAddr];
    assign RegData2 = memr [RtAddr];
    always @(posedge Clk)
    begin
        if(RegWriteEn) begin
            memr [WriteReg] <= WriteData;
        end
    end
endmodule
`timescale 1ns / 1ps
module SignExtend(
    input [15:0] Instr,
    input SignExt,  
    output [31:0] InstrExtended
    );
   assign InstrExtended = (SignExt) ? {{16{Instr[15]}}, Instr} : {16'b0, Instr}; 
endmodule
==> flow/run.sh <==
#!/bin/bash
# OpenROAD 26Q1-2900-gdf79404cd8, Yosys 0.63+post, stock flow scripts
make -C /OpenROAD-flow-scripts/flow DESIGN_CONFIG=/design/flow/config.mk WORK_HOME=/design/flow/orfs finish
==> flow/config.mk <==
export PLATFORM = sky130hd
export DESIGN_NAME = MIPS
export DESIGN_NICKNAME = MIPS
export VERILOG_FILES = /design/flow/design.v
export SDC_FILE = /design/flow/constraint.sdc
export NUM_CORES = 4
export LEC_CHECK = 1
export CORE_AREA = 10 10 108 108
export DIE_AREA = 0 0 118 118
export SYNTH_MEMORY_MAX_BITS = 65536
==> flow/constraint.sdc <==
current_design MIPS

set clk_period 5.1
set clk_io_pct 0.2

create_clock -name clk0 -period $clk_period [get_ports {Clk}]

set non_clock_inputs [all_inputs -no_clocks]
set_input_delay [expr $clk_period * $clk_io_pct] -clock clk0 $non_clock_inputs
set_output_delay [expr $clk_period * $clk_io_pct] -clock clk0 [all_outputs]
==> flow_metrics.py <==
# Physical implementation metrics
metrics = {
    "synth": {
        "synthDominantCellAreaShare_pct": 36.42,
        "synth.yosys.num_cells": 220,
        "ys.warnings.count": 9,
        "synthCells": 220,
        "synth-edff-count": 0,
        "ys.flops": 30,
        "most_common_cell_in_the_synthesized_netlist": "buf_4",
        "synthArstFlopShare_pct": 100.0,
        "yosys-stat-area_mm2": 0.002123,
        "synthesis.area_per_instance_um2": 9.651,
        "yosys.stat.seqShare_pct": 35.36,
        "yosysUniqueCellTypes": 23,
        "synthesis.area_mm2": 0.002123,
        "synthFlopType": "dfrtp_1",
        "synth.area.top_cells": "buf_4 36%, dfrtp_1 35%, xnor2_1 9.1%",
        "yosys.area.top_type": "buf_4",
        "synth.cells.most_frequent": "103 x buf_4, 30 x dfrtp_1, 22 x xnor2_1",
    },
    "pwr": {
        "switchingPower_uw": 89.74,
        "power_leakage_nw": 1.089,
        "largest_vdd_supply_drop_v": 0.00007242,
        "seqPwrFrac_pct": 55.0,
        "share_clk_of_total_power_pct": 42.5,
        "net_sw_share_pct": 20.73,
        "power_density_mw_per_mm2": 189.2,
        "cell_internal_pwr_uw": 343.1,
        "p_comb_share_pct": 2.5,
    },
    "placement": {
        "post-dp-hpwl_um": 3664,
        "place.gp.congestion": 0.7032,
        "dpl_worst_slack_ns": 3.050,
        "buffer_ports.inserted": 31,
        "placedInstanceArea_mm2": 0.002205,
    },
    "grt": {
        "first_global_vias": 1363,
        "grt_first_pass_wirelength_um": 6824,
        "largest_net_degree_at_the_start_of_global_routing": 31,
        "grt-ovfl-total": 0,
        "grt_util_all_layers_pct": 5.751,
        "grt_antenna_before_repair": 0,
    },
    "route": {
        "detailedRoute.firstPassIterationCount": 4,
        "drt_iter0_drc": 69,
        "post-route-drc-count": 0,
        "routed_via_density": 3.174,
        "postRouteAntennaNets": 0,
        "route.final.wire_length_um": 4369,
        "dr_total_vias": 1219,
        "avgRoutedWirePerCell_um": 11.38,
        "antennaDiodeCount": 0,
    },
    "setup_path": {
        "r2r.worst_path.cells": 4,
        "worst-endpoint-required_ns": 4.08,
        "worstPathCellList": "clkdlybuf4s50_1",
        "r2r-end": "PC.Pc[31]",
        "critical_path_buffers_and_inverters": 1,
        "critPathLaunch": "PC.Pc[10]",
        "cp_max_fo": 6,
        "crit_slowest_cell": "clkdlybuf4s50_1",
        "worstSetupPathType": "reg2out",
        "endpoint_kind": "output port",
        "rr_startpoint": "PC.Pc[6]",
        "worst_setup_slack_for_register_to_register_paths_ns": 3.40,
        "arrival_ns": 1.30,
        "worst_path_dominant_cell_family": "buffers and inverters",
        "setup.worst_path.start_class": "register",
        "timing.critical_path.slowest_cell_delay_ns": 0.55,
    },
    "clocking": {
        "cts.sinks": 30,
        "postCtsSetupBuffers": 0,
        "cts.reportedPaths.clkPinSlew_ns": 0.06,
        "numCtsBuffers": 5,
        "cts.path.max_buffers": 2,
        "cts-hold-fix-buffers": 0,
        "cts.repair.resized": 0,
        "tritoncts": "done",
        "h_tree_depth": 2,
        "worst_skew_pair.late_latency_ns": 0.27,
        "clock_tree.root_cell": "clkbuf_8",
    },
    "flow_run": {
        "max_cap_violations": 0,
        "stage_log_warnings": 25,
    },
    "floorplanning": {
        "dieHeight_um": 118,
        "starting_density_of_the_core_pct": 22.87,
        "coreArea_mm2": 0.009284,
        "design.die.area_mm2": 0.01392,
        "floorplan.io_pins": 135,
        "die-width_um": 118,
        "fp-row-count": 35,
    },
    "run_status": {
        "run_status": "completed",
    },
    "sta": {
        "skew_ns": 0.003589,
        "period_minus_slack_ns": 2.316,
        "timing_max_transition_violations_final": 0,
        "worst-slew-pin-transition_ns": 0.5028,
        "fin_setup_tns_ns": 0,
        "grt_setup_unrepaired": "no",
        "max_clock_freq_mhz": 431.7,
        "hold_violations": 0,
        "worst_case_setup_margin_in_the_final_layout_ns": 2.784,
        "finalClockPeriodUsage_pct": 45.42,
        "slew_headroom_pct": 66.17,
        "finalSetupViolCount": 0,
    },
    "min_path": {
        "min_path_cells": 1,
        "holdPathEnd": "PC.Pc[31]",
        "timing.hold.worst.class": "reg2reg",
        "timing.hold.worst.start": "PC.Pc[31]",
    },
    "final_layout": {
        "largest_reg_flops": 30,
        "fin_area_mm2": 0.002287,
        "largest_registers": "PC.Pc: 30 flops",
        "final_layout_size_suffix_gt1_share_pct": 5.098,
        "growth_of_design_area_from_synthesis_to_finish_pct": 7.719,
        "largest-register": "PC.Pc",
    },
}
-- worst max-delay path by stage --
stage          endpoint  slack [ns]  depth (start not counted)
global route  PcOut[10]        2.69                          1
CTS           PcOut[10]        2.74                          1
finish        PcOut[10]        2.78                          1
-- cells by family after synthesis --
kind of cell	after synthesis	synth area share, %
xor gates and xnor gates	28	11.55
adders and majority gates	1	0.5892
buffers and inverters	109	37.48
DFF	30	35.36
other	1	0.1766
and+or+nand+nor	51	14.85
-- final cells by class --
class,instances,area [um2]
inverters,4,15.01
well taps,129,161.4
flip-flops and latches,30,750.7
multi-input cells,183,959.7
clock buffers,6,82.58
fillers,1002,6997
repair buffers,32,317.8
-- metal layers --
layer,wire length [um],vias to the layer above,GRT usage (%)
met5,0,-,0
met4,39,0,0.6182
met3,422,7,2.771
met2,1984,78,8.881
met1,1922,558,7.378
li1,-,576,-
-- power groups by stage --
stage	combinational, mW	sequential [mW]	clock (mW)
4_1_cts	0.0137	0.238	0.191
5_1_grt	0.0165	0.238	0.201
6_report	0.0110	0.238	0.184
-- metrics by stage --
stage	utilization, %	power (mW)	hold slack [ns]	cells
floorplan	-	0.3019	0.4244	322
global placement	23.75	0.2571	0.4615	378
detailed placement	23.75	0.2558	0.4685	378
CTS	24.64	0.4423	0.4763	384
global route	24.64	0.4555	0.5142	384
finish	24.64	0.4328	0.4824	384
-- placed cells by master (no fill, tap or decap), types with 2 or more instances in the layout --
cell type        count
conb_1             103
clkdlybuf4s50_1     31
dfrtp_1             30
xnor2_1             22
nand3_1             11
nand4_1             10
nand2_1              9
nor2_1               6
xor2_1               6
clkbuf_8             6
inv_1                4
nor3_1               3
and3_1               2
nor3_2               2
No activity file was given, so power comes from the tool's default toggle rates.
